==> ./design.v <==
module oneHz_gen (
    input wire clk,      
    input wire rst_n,    
    output wire clk_1Hz
    );
    reg clk_1Hz_reg = 1'b0;
    reg [25:0] counter_reg;
    always @(posedge clk or negedge rst_n) begin
        if (!rst_n) begin
            counter_reg <= 26'd0;
        end
        else if (counter_reg == 26'd37124999) begin
            counter_reg <= 26'd0;
            clk_1Hz_reg <= ~clk_1Hz_reg;
        end
        else begin
            counter_reg <= counter_reg + 26'd1;
        end
    end
    assign clk_1Hz = clk_1Hz_reg;
endmodule
module state_machine (
    input wire clk_1Hz,
    input wire rst_n,                
    output reg [2:0] traf_state,    
    output reg [1:0] ped_state      
    );
    parameter traf_red_ped_green    = 2'b00;
    parameter traf_yellow_ped_red   = 2'b01;
    parameter traf_green_ped_red    = 2'b10;
    reg [1:0] state_reg;             
    reg [4:0] light_counter = 5'd0;  
    always @(posedge clk_1Hz or negedge rst_n) begin
        if (!rst_n) begin
            light_counter <= 0;
        end
        else if (light_counter == 5'd21) begin
            light_counter <= 0;
        end
        else begin
            light_counter <= light_counter + 5'd1;
        end
    end
    always @(posedge clk_1Hz or negedge rst_n) begin
        if (!rst_n) begin
            state_reg <= traf_red_ped_green;     
        end
        else begin
            case (state_reg)
                traf_red_ped_green  : 
                    if (light_counter == 5'd10) begin
                        state_reg <= traf_yellow_ped_red;
                    end 
                traf_yellow_ped_red :
                    if (light_counter == 5'd11) begin
                        state_reg <= traf_green_ped_red;
                    end
                traf_green_ped_red :
                    if (light_counter == 5'd21) begin
                        state_reg <= traf_red_ped_green;
                    end
                default: state_reg <= traf_red_ped_green;
            endcase
        end
    end
    always @(*) begin
        case (state_reg) 
            traf_red_ped_green  : begin
                traf_state  = 3'b001;    
                ped_state   = 2'b01;     
            end
            traf_yellow_ped_red  : begin
                traf_state  = 3'b010;    
                ped_state   = 2'b10;     
            end
            traf_green_ped_red  : begin
                traf_state  = 3'b100;    
                ped_state   = 2'b10;     
            end
            default: begin
                traf_state  = 3'b001;    
                ped_state   = 2'b01;     
            end
        endcase
    end
endmodule
module traffic_light_system (
    input clk,                   
    input rst_n,                 
    output [2:0] traf_light,     
    output [1:0] ped_light       
    );
    wire w_1Hz;
    oneHz_gen og (.clk(clk), .rst_n(rst_n),
                  .clk_1Hz(w_1Hz)
                 );
    state_machine sm (.clk_1Hz(w_1Hz), .rst_n(rst_n),
                      .traf_state(traf_light), .ped_state(ped_light)
                     );
endmodule
==> ./run.sh <==
#!/bin/bash
# OpenROAD 26Q1-2900-gdf79404cd8, Yosys 0.63+post, stock flow scripts
make -C /OpenROAD-flow-scripts/flow DESIGN_CONFIG=/design/flow/config.mk WORK_HOME=/design/flow/orfs finish
==> ./config.mk <==
export PLATFORM = sky130hd
export DESIGN_NAME = traffic_light_system
export DESIGN_NICKNAME = traffic_light_system
export VERILOG_FILES = /design/flow/design.v
export SDC_FILE = /design/flow/constraint.sdc
export NUM_CORES = 4
export LEC_CHECK = 1
export CORE_UTILIZATION = 40
==> ./constraint.sdc <==
current_design traffic_light_system

set clk_period 4.2
set clk_io_pct 0.2

create_clock -name clk0 -period $clk_period [get_ports {clk}]

set non_clock_inputs [all_inputs -no_clocks]
set_input_delay [expr $clk_period * $clk_io_pct] -clock clk0 $non_clock_inputs
set_output_delay [expr $clk_period * $clk_io_pct] -clock clk0 [all_outputs]
==> ci_impl_report.md <==
## Synthesis and layout report

| Metric | Value |
|---|---|
| Buffer count from post-CTS setup fixing | `0` |
| Chip area | `about 4700 um^2` |
| Setup crit start kind | `flop` |
| Slew Limit Headroom | `72.3%` |
| Vias in the first global route | `approximately 1200` |
| WS Path Type | `flop to flop` |
| Max reg flops | `26` |
| P_int | `329 uW` |
| Fin crit share | `46.5%` |
| Global-route wire length before repair | `around 5.6 mm` |
| Via count | `around 1200` |
| Cts repair resizes | `0` |
| Worst slew pin tran | `around 410 ps` |
| Chip width | `around 68 um` |
| CTS HTree Levels | `1` |
| Net Sw Frac | `about 20%` |
| Io pins | `7` |
| DR WL/cell | `roughly 14 um` |
| WL final | `3.13 mm` |
| Final-report hold violation count | `0` |
| Reg2reg end | `og.counter_reg[18]` |
| Global Route Usage Sum | `16.3%` |
| Post-synthesis cell area | `1760 um^2` |
| Initial antenna violation count | `0` |
| Worst VDD drop | `about 0.12 mV` |
| Count of input and output buffers | `6` |
| Syn avg cell area | `approximately 10 um^2` |
| Routed Antenna Nets | `0` |
| Reg2reg setup slack | `about 2200 ps` |
| Critical path required time | `4340 ps` |
| Worst r2r path cells | `6` |
| Dpl ws | `approximately 2000 ps` |
| Worst-path clk slew | `~90 ps` |
| Post-synthesis async set-or-reset flop share | `~97%` |
| Via density | `about 5.3` |
| WP data arrival | `2090 ps` |
| Top comb family, area | `simple AND/OR/NAND/NOR gates` |
| Final setup TNS | `0 ps` |
| GR Overflow Total | `0` |
| FP Util | `about 43%` |
| Clk Latency, worst-skew pair | `between 200 and 300 ps` |
| Endpoints left unconstrained | `13` |
| Post-detail-place hpwl | `about 2.3 mm` |
| Max Cap Violations | `0` |
| Yosys warning tally | `2` |
| Switch Pwr | `83.7 uW` |
| Post-Route Skew | `4.76 ps` |
| Layout area overhead | `8.88%` |
| Max Fanout on Critical Path | `16` |
| Leak Pwr | `roughly 0.0008 uW` |
| CTS tree | `done` |
| Clk pwr share | `34.9%` |
| Synth top cell by count | `dfrtp_1` |
| Site row count | `23` |
| Critical Path Start | `og.counter_reg[0]` |
| Final worst slack | `~2200 ps` |
| Ys cells | `roughly 170` |
| Top cells by count, synth | `dfrtp_1, nor2_1, nand3_1` |
| Fillers | `approximately 370` |
| Flops & latches, synth | `35` |
| Pin count of the biggest net entering global routing | `36` |
| Post-Syn Instances | `between 150 and 200` |
| Mux frac, synth | `0%` |
| CTS root buf | `clkbuf_8` |
| Core area | `~4100 um^2` |
| Number of warnings in the stage logs | `28` |
| Iter 0 DRT Violations | `between 80 and 90` |
| Clock tree buffer depth | `2` |
| CP endpoint kind | `flop` |
| Fmax | `between 500 and 600 MHz` |
| Final Wtd Congestion | `a little over 0.9` |
| Synth top area cells | `dfrtp_1, xnor2_1, xor2_1` |
| Yosys aoi share | `under 10%` |
| Post-synth EDFFs | `1` |
| Status | `completed` |
| Hold_buf cts | `0` |
| Inserted Diodes | `0` |
| Combinational Power Share | `about 1.8%` |
| Min Tclk post-route | `1950 ps` |
| Simple-Gate Area Share | `around a quarter` |
| DRT Pass-1 Iters | `4` |
| DRC | `0` |
| Share of the synthesized area in the top cell type | `46.9%` |
| Power Density | `215 nW/um^2` |
| Main synth FF type | `dfrtp_1` |
| Top cell type by total area after synthesis | `dfrtp_1` |
| FF-to-FF Start | `og.counter_reg[0]` |
| Sequential Power Share | `63.3%` |
| Synth cell types | `38` |
| XORs/XNORs by Area | `10.4%` |
| Hold Crit Class | `flop to flop` |
| Proportion of layout cells with a drive suffix above 1 | `approximately 8%` |
| Adder Area Share | `3.55%` |
| CP Capture Point | `og.counter_reg[18]` |
| Die height | `just under 70 um` |
| Pins over their slew limit | `0` |
| CTS buffer count | `3` |
| Final setup violation count | `0` |
| Register area share after synthesis | `about half` |
| Count of unclocked register or latch pins | `8` |
| RSZ-0062 raised after global routing | `false` |
| Yosys stat area | `1760 um^2` |
## worst min-delay path by stage
stage,start,to,depth (start not counted)
final,og.counter_reg[23],og.counter_reg[23],1
after global routing,og.counter_reg[23],og.counter_reg[23],1
after CTS,og.counter_reg[23],og.counter_reg[23],1
## cells by family (layout without fill, tap and decap cells)
group	count (synthesis)	after routing
flops	35	35
compound gates	16	16
simple gates	83	83
xor+xnor	21	21
fa+ha+maj	5	5
buf+inv	14	20
## metrics by stage
stage	total power, uW	instance area (um^2)	cells	utilization (%)	hold slack [ps]
final	412	1920	230	46.6	500
after global routing	432	1920	230	46.6	538
after CTS	418	1920	230	46.6	502
after detailed placement	274	1870	226	45.5	485
after global placement	274	1870	226	45.5	482
after floorplan	266	1760	174	-	464
## metal layers
metal,share of wire [%],GRT usage [%]
met2,43,24.3
met5,0,0
met4,1.1,2.08
met3,2.9,2.87
met1,53,25.9
## layout by cell type (no fill, tap or decap), types with 4 or more instances in the layout
| cell | n |
|---|---|
| a21oi_1 | 5 |
| clkdlybuf4s50_1 | 6 |
| dfrtp_1 | 33 |
| ha_1 | 5 |
| inv_1 | 8 |
| nand2_1 | 11 |
| nand3_1 | 13 |
| nand4_1 | 8 |
| nor2_1 | 19 |
| nor3_1 | 5 |
| o31ai_1 | 4 |
| or4_1 | 4 |
| xnor2_1 | 11 |
| xor2_1 | 10 |
## power by group through the flow
stage | logic (uW) | registers (uW) | clock network (uW)
6_report | 7.41 | 261 | 144
5_1_grt | 8.85 | 261 | 162
4_1_cts | 8.08 | 261 | 149
## critical path, stage by stage (launching register included)
cell and delay (ps):
dfrtp_1 470, ha_1 220, nor4bb_1 300, nand4_1 170, nor4_2 320, buf_4 280
a21oi_1 70
## area by class of cell
cell class / instances / area [um^2] / share of cell area, %
well taps: 50 / 62.6 / 3.26
multi-input cells: 125 / 821 / 42.8
clock inverters: 1 / 5.00 / 0.261
inverters: 8 / 30.0 / 1.57
clock buffers: 3 / 41.3 / 2.15
repair buffers: 8 / 75.1 / 3.92
flip-flops and latches: 35 / 882 / 46.0
Power and IR drop assume default switching activity.
